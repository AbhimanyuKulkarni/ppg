===== ./run.sh =====
#!/bin/bash
# OpenROAD 26Q1-2900-gdf79404cd8, Yosys 0.63+post, stock flow scripts
make -C /OpenROAD-flow-scripts/flow DESIGN_CONFIG=/design/flow/config.mk WORK_HOME=/design/flow/orfs finish

===== ./config.mk =====
export PLATFORM = sky130hd
export DESIGN_NAME = qmult
export DESIGN_NICKNAME = qmult
export VERILOG_FILES = /design/flow/design.v
export SDC_FILE = /design/flow/constraint.sdc
export NUM_CORES = 4
export LEC_CHECK = 1
export CORE_UTILIZATION = 50
export SYNTH_HDL_FRONTEND = slang

===== ./constraint.sdc =====
current_design qmult

set clk_period 20.1
set clk_io_pct 0.2

create_clock -name clk0 -period $clk_period

set non_clock_inputs [all_inputs -no_clocks]
set_input_delay [expr $clk_period * $clk_io_pct] -clock clk0 $non_clock_inputs
set_output_delay [expr $clk_period * $clk_io_pct] -clock clk0 [all_outputs]

===== ./design.v =====
`timescale 1ns / 1ns
module qmult #(
	parameter Q = 15,
	parameter N = 32
	)
	(
	 input			[N-1:0]	i_multiplicand,
	 input			[N-1:0]	i_multiplier,
	 output			[N-1:0]	o_result,
	 output	reg				ovr
	 );
	reg [2*N-1:0]	r_result;		 
	reg [N-1:0]		r_RetVal;
	assign o_result = r_RetVal;	 
	always @(i_multiplicand, i_multiplier)	begin						 
		r_result <= i_multiplicand[N-2:0] * i_multiplier[N-2:0];	 
		ovr <= 1'b0;															 
		end
	always @(r_result) begin													 
		r_RetVal[N-1] <= i_multiplicand[N-1] ^ i_multiplier[N-1];	 
		r_RetVal[N-2:0] <= r_result[N-2+Q:Q];								 
		if (r_result[2*N-2:N-1+Q] > 0)										 
			ovr <= 1'b1;
		end
endmodule

==> run summary <==
This memo summarizes the results of the implementation run.

Drt
The violation count after the first detailed-route iteration is 614. The post-detailed-routing wire length is 63,200 µm. The detailed-routed wire length on met2 is 31,200 µm. The script parses the final routing iteration and logs DRC violations as 0. The met1 wire length is 24,500 µm. The detailed-routing iteration count for the pre-antenna-repair pass is 4. In the final routed layout, each cell accounts on average for 18.3 µm. Dividing the detail-routed via count by the number of cells gives 5.10. The remaining antenna violation count is 0.

The highest signal layer in the routed design is met4. The routed design ends up with an antenna cell count of 0. The routed wire length on met3 is 6740 µm. Summing over every cut layer, the via total after detailed routing is 17,610.

Final timing
The final setup TNS is 0 ps. The hold slack is 8960 ps. The transition time at the pin with the least slew margin is 802 ps. The highest attainable clock frequency is 0.0619 GHz. The final tally of hold violations is 0.

The worst slew slack as a fraction of its limit is 46.3%. Setup repair after global routing left no endpoint under its margin. Post-route period utilization is reported as 80.4%. Counting I/O delays and the setup requirement, the final critical path takes 16,150 ps. The critical path in the final layout is reported with a setup slack of 3950 ps. The final report lists the setup-violating endpoint count as 0. The number of pins exceeding their max-slew limit in the final report is 0.

Critical path
Data on the critical path is required at its endpoint by 16,080 ps. Data on the critical path arrives at its endpoint at 12,130 ps. Among all stages on the critical path, the maximum delay recorded is 530 ps. The cell type of the slowest stage on the worst timing path is fa_1. The critical path launch point type is an input port. The cell seen most often among critical-path stages is fa_1. Per the timing report, the biggest fanout along the worst path comes to 31. The critical path start-end classification is input port to primary output. The nature of the critical path endpoint is a primary output.

Floorplan
The initial core utilization is 50.7%. The vertical die dimension is 227 µm. In this run the count of I/O pins placed on the die edge is 97. The row count is 82. The horizontal die dimension is 227 µm.

After floorplanning, the die was sized to cover 51,700 µm². The area of the core region is 50,100 µm².

Placement
Prior to clock tree synthesis, the placed netlist has a worst setup slack of 3990 ps. The number of instances in the placed design is 3,450. Per the placement log, port buffering inserted 96 buffers. RePlAce ended its routability-driven mode at a weighted congestion of 0.919. Once detailed placement completed, the half-perimeter wirelength came to 50,500 µm.

Flow run
The number of warnings the tools reported is 32. Max-cap violations in this run came to 0.

Logic synthesis
The post-synthesis sequential area ratio is 0%. The total of warnings raised by yosys is 0. Per the synthesis report, the XOR/XNOR share of the synthesized area is 2.21%. The cell type with the largest total area after synthesis is fa_1. After synthesis, the cell types taking the most area are fa_1, and2_1, inv_1.

The multiplexer fraction of the synthesized cell area is 0%. The synthesized-area fraction occupied by adder cells is 64.9%. The biggest combinational cell group after synthesis is adder cells. Synthesis instantiated 38 different standard cells from the library. The AND-OR/OR-AND share of the synthesized area is 2.40%. In this run the biggest area consumer among cell types represents 56.7% of the synthesized area. The total cell area reported by yosys after synthesis is 25,400 µm². The synthesized instance count is 2,778. After synthesis, the mean cell area works out to 9.13 µm².

The mapped netlist covers 25,400 µm². The simple logic cell fraction of the synthesized area is 18.0%. The cell total in the yosys stat output is 2,778.

Final layout
The flow measured a signed area growth from synthesis to layout of 6.57%. There are 0 flip-flops and latches. The total of fill cells in the finished design is 4,463. The layout summary lists the proportion of cells stronger than drive strength 1 as 2.48%. The clock buffer instance count of the final layout is 0. Leaving out filler cells and counting taps, the final layout contains 3,450.

The sequential cell area is 0 µm².

Min path
The sink of the worst hold path is o_result[31]. The worst min-delay path class is input port to primary output. Hold analysis shows the worst path with a depth of 3. Looking at hold timing, the worst path starts from i_multiplicand[31].

Global route
The total global-route track usage is 29.0%. The number of antenna violations at the first check in global routing came to 0. For this run the aggregate overflow at the end of global routing stands at 0.

The largest net degree at the start of global routing is 32. The first global-routing pass estimated 105,000 µm of wire. The number of global-route vias before repair is 19,643.

Clocking
The hold-fix buffer count after cts is 0. The number of setup buffers added after CTS is 0. The post-cts repair resize count is 0.

Outcome
The run finished with clean final reports.
## routing by layer
layer	vias to the layer above	track usage [%]
met1	9037	41.6
met4	0	3.23
met2	704	45.5
met5	-	0.664
met3	48	12.1
li1	7821	-
## cells in the final DEF (no fill, tap or decap), types with 9 or more instances in the layout
master           count
nand4_1              9
a21oi_1             24
ha_1               165
fa_1               719
clkdlybuf4s50_1     96
and2_1             458
xnor2_1             43
inv_1              688
a21o_1              11
xor2_1              21
nor2_1               9
buf_4               61
o21ai_0             17
nand2_1            400
## through the flow
step | cell area (µm²) | util [%]
after CTS | 27000 | 54.0
after global placement | 27000 | 54.0
after floorplan | 25400 | -
after global routing | 27000 | 54.0
final | 27000 | 54.0
after detailed placement | 27000 | 54.0
## logic make-up (layout without fill, tap and decap cells)
kind of cell             Yosys count  count (layout)
AND-OR/OR-AND                     89              89
XOR/XNOR                          64              64
adder cells (fa/ha/maj)          884             884
buffers and inverters            845             845
other                              1               1
AND/OR/NAND/NOR                  895             895
## cells in the mapped netlist, drive strengths merged, types with 6 or more instances
| cell | number |
|---|---|
| a211oi | 6 |
| a21oi | 26 |
| and2 | 458 |
| xnor2 | 43 |
| ha | 165 |
| xor2 | 21 |
| nor2 | 9 |
| a21o | 11 |
| nand4 | 9 |
| fa | 719 |
| clkbuf | 156 |
| inv | 688 |
| o21ai | 19 |
| nand2 | 400 |
## cell type report
cell class                 count  area, µm²  share of cell area [%]
timing repair buffer         157       1420                    5.25
tap                          672        841                    3.11
inverter                     688       2580                    9.55
multi-input combinational   1933      22200                    82.1
## worst max-delay path, delay by kind of cell
family	cells	cell delay, ps
adders and majority gates	9	4140
buffers and inverters	8	1640
and+or+nand+nor	3	350
AOI/OAI and AO/OA	7	1930
## how the worst max path moves through the flow
stage                  start      endpoint  cells past startpoint
4_1_cts   i_multiplicand[12]  o_result[29]                     26
6_report     i_multiplier[7]  o_result[29]                     27
5_1_grt      i_multiplier[7]  o_result[24]                     28
